$ cat design/flow/config.mk
export PLATFORM = sky130hd
export DESIGN_NAME = Program_Mux
export DESIGN_NICKNAME = Program_Mux
export VERILOG_FILES = /design/flow/design.v
export SDC_FILE = /design/flow/constraint.sdc
export NUM_CORES = 4
export LEC_CHECK = 1
export CORE_UTILIZATION = 40
$ cat design/flow/constraint.sdc
current_design Program_Mux

set clk_period 11.5
set clk_io_pct 0.2

create_clock -name clk0 -period $clk_period

set non_clock_inputs [all_inputs -no_clocks]
set_input_delay [expr $clk_period * $clk_io_pct] -clock clk0 $non_clock_inputs
set_output_delay [expr $clk_period * $clk_io_pct] -clock clk0 [all_outputs]
$ cat design/flow/design.v
module Program_Mux(
    input [31:0] pcCurrent,
    input [31:0] pcPlusOne,
    input CONTROL_BEQ,
    input [31:0] offsetExtended,
    input CONTROL_JALR,
    input [31:0] aluValA,
    output reg [31:0] pcOutput
); 
    always @(pcCurrent, CONTROL_BEQ, CONTROL_JALR) begin
        if (CONTROL_BEQ == 1) begin
            pcOutput = pcPlusOne + offsetExtended;
        end
        else if (CONTROL_JALR == 1) begin
            pcOutput = aluValA;
        end
        else begin
            pcOutput = pcPlusOne;
        end
    end
endmodule
$ cat design/flow/run.sh
#!/bin/bash
# OpenROAD 26Q1-2900-gdf79404cd8, Yosys 0.63+post, stock flow scripts
make -C /OpenROAD-flow-scripts/flow DESIGN_CONFIG=/design/flow/config.mk WORK_HOME=/design/flow/orfs finish
==> results.tsv <==
metric	value	unit
status	completed	
max-cap check violation count	0	
Comb power frac	100.0	%
vias in the first global route	3079	
largest net degree at the start of global routing	63	
final period utilization	67.6	%
critical path class	input pin to primary output	
ys cells	396	
Slowest-stage cell, CP	clkdlybuf4s50_1	
Final ANT Viol Nets	0	
post-synthesis adder-cell area fraction	14.8	%
initial antenna violation count	0	
Flop pwr share	0	%
GR Overflow Total	0	
worst path cell trace	clkdlybuf4s50_1, ha_1, fa_1, a21o_1, a221oi_2, nor3_4, o21ai_2, nor3_1, nor3_1, clkdlybuf4s50_1	
DIE AREA	7220	um^2
first-pass GRT wire length	14900	um
Pre-antenna DRT Iters	22	
RSZ-0062 raised after global routing	no	
critical path endpoint category	primary output	
VDD IR-drop max	26.0	uV
Reg area	0	um^2
routed wire length	9020	um
critical path's top delay family	AND-OR/OR-AND gates	
All-Layer GR Usage	25.2	%
HPWL after DPL	7330	um
synthesized area	2750	um^2
CORE AREA	6490	um^2
hold_buf cts	0	
final hold vios	0	
Log Warnings	65	
Filler cells	586	
Final setup viols	0	
DRC	0	
maximum single-stage delay on the critical path	510	ps
I/O Buffers	130	
Worst slew margin	51.4	%
Max Slew Vio Count	0	
number of buffers and inverters on the critical path	2	
Tot Pwr	203	uW
Top Layout Cells	clkdlybuf4s50_1, nand2_1, a21oi_1	
# diodes	0	
Die Ht	85.0	um
crit path launch	pcPlusOne[0]	
clock share of power	0	%
cell count after synthesis	396	
# rows	29	
Post-synth seq share	0	%
via count	3382	
initial DRC count	180	
Synth logic family	AND-OR/OR-AND gates	
# Post-CTS Setup Buffers	0	
WL/cell	15.5	um
Complex Gates by Area	40.0	%
fp util	42.4	%
startpoint types	input pin	
Leak	1.64	nW
pwr dens	50.1	nW/um^2
Arrival @ worst endpoint	5470	ps
chip width	85.0	um
Yosys Warn Count	1	
flop count	0	
Post-Synth Simple-Gate Area	25.4	%
vias per cell	5.82	
hold crit path type	input pin to primary output	
chip area line of the yosys report	2750	um^2
Hold Startpoint	aluValA[8]	
clkbuf count	0	
worst slew pin tran	725	ps
Final min period	7770	ps
Commonest Layout Cell	clkdlybuf4s50_1	
post-synthesis xor/xnor area fraction	4.14	%
crit path DRT	9200	ps
PostCTS Resize Cnt	0	
Final GP Congestion	0.873	
Syn-to-layout area delta	47.2	%
Post-Syn Area per Cell	6.95	um^2
Boundary Pins	162	
Max Freq	129	MHz
critical path peak fanout	10	
mux frac, synth	10.4	%
Net Switching	92.2	uW
post-synth cell types	59	
share of layout cells above drive strength 1	6.55	%
Internal	111	uW
Switching Share	45.4	%
Setup TNS Final	0	ps
## cell usage after synthesis (3+ instances only)
master | n | area, um^2
xor2_1 | 6 | 52.6
nand3_1 | 7 | 35.0
nand2b_1 | 4 | 25.0
a211oi_1 | 17 | 128
nor3b_1 | 3 | 22.5
nor4_1 | 3 | 18.8
and2_1 | 3 | 18.8
a21oi_1 | 39 | 195
nor4b_1 | 3 | 26.3
nor2b_1 | 8 | 50.1
o211ai_1 | 5 | 37.5
clkbuf_1 | 13 | 48.8
xnor2_1 | 7 | 61.3
nor3_1 | 15 | 75.1
o311a_1 | 3 | 30.0
o31ai_1 | 3 | 22.5
ha_1 | 31 | 388
mux2i_1 | 14 | 140
and3_1 | 4 | 25.0
a21o_1 | 17 | 128
nand4_1 | 5 | 31.3
o22ai_1 | 10 | 62.6
o21ai_0 | 25 | 125
o21a_1 | 6 | 45.0
inv_1 | 10 | 37.5
and4_1 | 3 | 26.3
o21bai_1 | 4 | 30.0
nor2_1 | 15 | 56.3
buf_2 | 10 | 50.1
a31oi_1 | 4 | 25.0
mux2_2 | 13 | 146
nand2_1 | 48 | 180
## power groups by stage
| stage | Sequential [mW] | Clock (mW) | Combinational [mW] |
|---|---|---|---|
| 4_1_cts | 0 | 0 | 0.204 |
| 5_1_grt | 0 | 0 | 0.225 |
| 6_report | 0 | 0 | 0.203 |
## worst paths after layout
kind / depth (start not counted) / end
max: 10 / pcOutput[18]
min: 4 / pcOutput[8]
## cells by family (layout without fill, tap and decap cells)
kind of cell               after synthesis  in the layout
AOI/OAI and AO/OA                      159            159
and+or+nand+nor                        130            130
buffers and inverters                   35            143
adders and majority gates               32             32
muxes                                   27             27
xor gates and xnor gates                13             13
## metrics by stage
stage / worst slack (ps) / cell area [um^2] / hold WS (ps) / cells / util [%]
floorplan: 5020 / 2750 / 4710 / 396 / -
global placement: 3780 / 4050 / 5590 / 581 / 62.4
detailed placement: 3750 / 4050 / 5590 / 581 / 62.4
CTS: 3750 / 4050 / 5590 / 581 / 62.4
global route: 3530 / 4050 / 5630 / 581 / 62.4
finish: 3730 / 4050 / 5590 / 581 / 62.4
## layer usage
layer | up-vias | routed length, um | GRT usage, %
met5 | - | 0 | 0
met4 | 0 | 0 | 0.616
met3 | 0 | 465 | 1.48
met2 | 106 | 4180 | 42.3
met1 | 1519 | 4380 | 37.8
li1 | 1757 | - | -
## cell type report
class	instances	area [um^2]	area share, %
Multi-Input combinational cell	361	2610	64.4
Timing Repair Buffer	132	1310	32.2
Tap cell	77	96.3	2.38
Inverter	11	41.3	1.02
Power is estimated from default activity; no workload was simulated.
