--- flow/run.sh ---
#!/bin/bash
# OpenROAD 26Q1-2900-gdf79404cd8, Yosys 0.63+post, stock flow scripts
make -C /OpenROAD-flow-scripts/flow DESIGN_CONFIG=/design/flow/config.mk WORK_HOME=/design/flow/orfs finish
--- flow/config.mk ---
export PLATFORM = sky130hd
export DESIGN_NAME = Instr_Memory
export DESIGN_NICKNAME = Instr_Memory
export VERILOG_FILES = /design/flow/design.v
export SDC_FILE = /design/flow/constraint.sdc
export NUM_CORES = 4
export LEC_CHECK = 1
export CORE_AREA = 10 10 70 70
export DIE_AREA = 0 0 80 80
--- flow/constraint.sdc ---
current_design Instr_Memory

set clk_period 1.3
set clk_io_pct 0.2

create_clock -name clk0 -period $clk_period

set non_clock_inputs [all_inputs -no_clocks]
set_input_delay [expr $clk_period * $clk_io_pct] -clock clk0 $non_clock_inputs
set_output_delay [expr $clk_period * $clk_io_pct] -clock clk0 [all_outputs]
--- flow/design.v ---
module Instr_Memory(
    input [31:0] pcCurrent,
    output [31:0] instr
);
    reg [31:0] Instruction[11:0];
    initial begin
        Instruction[0] = 32'd8454158;
        Instruction[1] = 32'd8519693;
        Instruction[2] = 32'd8585228;
        Instruction[3] = 32'd17432578;
        Instruction[4] = 32'd720897;
        Instruction[5] = 32'd16842749;
        Instruction[6] = 32'd29360128;
        Instruction[7] = 32'd65540;
        Instruction[8] = 32'd8454159;
        Instruction[9] = 32'd12845071;
        Instruction[10] = 32'd8454159;
        Instruction[11] = 32'd25165824;
    end
    assign instr = Instruction[pcCurrent];
endmodule
==> run summary <==
Implementation progress

The flow ran to the end, but the final reports show violations. The final reports fail on negative setup slack. The via count of the first global-routing pass is 431. The quantity of hold-fixing buffers added after cts stands at 0. The count of unique library cells instantiated by Yosys stands at 18.

The final tally of hold violations stands at 0. The wire length reported by the detailed router stands at 1.61 mm. The per-cell via count in the routed design stands at 3.24. The critical path goes through buf_8 > inv_8 > buf_6 > ha_4 > mux2_4 > buf_6.

The total overflow left after global routing is 0. The total buffers and inverters traversed by the critical path stands at 4. The aggregate negative setup slack stands at -0.514 ns.

The slack of the critical path stands at -0.0689 ns. The floorplan die area stands at 0.00640 mm². The synthesized netlist cell count stands at 53. Per the layout area report, the register area comes to 0 µm². For hold timing, the worst endpoint is instr[17]. The violation count after the first detailed-routing iteration stands at 14. STA classifies the critical path endpoint as an output port. The largest net degree at the start of global routing stands at 11. The report counts max-capacitance violations totalling 0. The OpenROAD report gives the critical path a data arrival time of 1.11 ns. The detailed placer reported the number of placed instances as 119. The worst hold path was traced through 4 stages.

After detailed routing, the number of remaining DRC violations is 0. Setup violations remaining at the end of the flow were counted as 15. For this run, the slowest stage of the critical path takes 0.27 ns. OpenSTA lists the critical path startpoint as pcCurrent[1].

The global routing report lists combined usage of all routing layers as 4.41%. The tool warning count for the run is 68. The critical path maximum fanout is 4. The data required time of the worst path stands at 1.04 ns.

Of the available clock period, the critical path in the final layout requires 105%. The layout cell share with drive strength beyond 1 stands at 74.4%. Summed over all cells, the static leakage comes to 0.427 nW. The final power report lists total power as 230 µW. Per the post-route antenna check, the number of violating nets is 0.

The highest clock rate stands at 0.731 GHz. The antenna diode count stands at 0. In this run the VDD rail shows a maximum IR drop of 47.3 µV. The portion of synthesized cell area occupied by the leading cell type stands at 36.4%. The flow measured a signed area growth from synthesis to layout of 117%. The worst setup path is launched from an input port. The die extent in x stands at 80 µm. The number of iterations in the first detailed-routing pass stands at 3. According to the floorplan report, the die height is 80 µm. The share of the Yosys chip area taken by registers is 0%. The report lists the power per cell area as 257 mW/mm². The post-route minimum period stands at 1.37 ns. The count of buffers added on input and output ports is 27. The chip area line in the Yosys stat output reads 413 µm². Setup repair after global routing could not meet its margin everywhere. The timing report shows that the slowest cell on the worst path is sky130_fd_sc_hd__mux2_4. The first global-routing pass estimated 2.38 mm of wire. The total number of sequential cells stands at 0. Counting pins that exceed their max-slew limit in the final report gives 0. The worst hold slack across all endpoints stands at 0.849 ns.

The report lists the number of standard-cell rows as 21. Before placement the cells fill 12.1% of the core. The type recorded for the worst min-delay path is input port to output port. Routability-driven placement finished with a final weighted congestion of 0.807. Broken down by cell family, the worst path's largest delay share belongs to buffers and inverters. After synthesis the cells add up to 413 µm². The number of cell instances after yosys synthesis stands at 53. The initial antenna violation count is 0. The routed layout has 428 vias.

The non-filler instance count after layout stands at 132. In this design, the critical path's most frequently occurring cell is sky130_fd_sc_hd__buf_6. For reference, the post-synthesis area per instance comes to 7.79 µm². The clock buffer count in the final layout stands at 0. During I/O placement, the number of pins put on the boundary was 64. The count of synthesis-stage warnings from yosys stands at 1.

The region available for standard cell placement spans 0.00342 mm². The critical path is of the input port to output port type. The per-cell routed wire length stands at 12.2 µm. The worst hold path begins at pcCurrent[2]. For reference, the top cells by area after synthesis are sky130_fd_sc_hd__buf_4 (36%), sky130_fd_sc_hd__ha_1 (21%), sky130_fd_sc_hd__mux2i_1 (4.8%). The HPWL after detailed placement stands at 1.10 mm. The largest total area in the synthesized netlist belongs to sky130_fd_sc_hd__buf_4.
==> power by group <==
| group | switching (mW) | leakage (nW) | total (mW) | internal [mW] |
|---|---|---|---|---|
| clock network | 0 | 0 | 0 | 0 |
| logic | 0.0847 | 0.427 | 0.230 | 0.145 |
| registers | 0 | 0 | 0 | 0 |
| total | 0.0847 | 0.427 | 0.230 | 0.145 |
==> final cells by class <==
type / instances / area (µm²)
timing repair buffer: 45 / 430
tap: 46 / 57.6
fill: 360 / 2520
inverter: 2 / 15.0
multi-input combinational: 39 / 393
==> through the flow <==
step	area, µm²	utilization, %	worst slack, ns
finish	896	26.2	-0.0689
global route	896	26.2	-0.0976
CTS	835	24.4	-0.0622
detailed placement	673	19.7	-0.860
global placement	673	19.7	-0.849
floorplan	443	-	0.0799
==> synthesized netlist by cell type, drive strengths merged <==
library cell   n
mux2i          2
nand2b         2
ha             7
and2b          1
o31ai          2
o31a           1
nor2b          3
mux2           1
inv            2
nand2          2
conb           1
buf           21
and2           3
or2            1
o21bai         1
a22o           1
a21oi          2
==> layout by cell type, fill, tap and decap left out, drive strengths merged <==
master / count
ha: 7
o31ai: 2
or2: 1
and2: 4
mux2: 1
a22o: 1
buf: 44
and2b: 1
nand2b: 2
o21bai: 1
a21oi: 2
mux2i: 2
nand2: 2
conb: 9
nor2b: 3
clkdlybuf4s15: 1
inv: 2
o31a: 1
==> kinds of logic (layout without fill, tap and decap cells) <==
family / count (synthesis) / count (layout) / share of synthesized area [%]
other: 1 / 9 / 0.908
buffers and inverters: 23 / 47 / 39.4
and+or+nand+nor: 12 / 13 / 17.9
adders and majority gates: 7 / 7 / 21.2
muxes: 3 / 3 / 8.48
AOI/OAI and AO/OA: 7 / 7 / 12.1
==> per-layer routing <==
metal  global-route usage [%]  part of all wire, %  vias up
li1                         -                    -      211
met1                     6.00                   43      203
met2                     7.38                   51       14
met3                    0.909                  5.5        0
met4                        0                    0        0
met5                        0                    0        -
==> worst max path at each step <==
stage,cells after the start,to
finish,6,instr[24]
global route,5,instr[16]
CTS,6,instr[0]
==> timing repair <==
action	4_1_cts	5_1_grt
buffers inserted	12	2
endpoints found under the setup margin	23	17
gates resized	131	11
endpoints found under the hold margin	0	0
pin swaps	9	5
gates cloned	1	0
Power and IR drop assume default switching activity.
