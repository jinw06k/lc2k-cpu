<file path="./run.sh">
#!/bin/bash
# OpenROAD 26Q1-2900-gdf79404cd8, Yosys 0.63+post, stock flow scripts
make -C /OpenROAD-flow-scripts/flow DESIGN_CONFIG=/design/flow/config.mk WORK_HOME=/design/flow/orfs finish
</file>
<file path="./config.mk">
export PLATFORM = sky130hd
export DESIGN_NAME = Data_Memory
export DESIGN_NICKNAME = Data_Memory
export VERILOG_FILES = /design/flow/design.v
export SDC_FILE = /design/flow/constraint.sdc
export NUM_CORES = 4
export LEC_CHECK = 1
export CORE_UTILIZATION = 50
</file>
<file path="./constraint.sdc">
current_design Data_Memory

set clk_period 4.4
set clk_io_pct 0.2

create_clock -name clk0 -period $clk_period

set non_clock_inputs [all_inputs -no_clocks]
set_input_delay [expr $clk_period * $clk_io_pct] -clock clk0 $non_clock_inputs
set_output_delay [expr $clk_period * $clk_io_pct] -clock clk0 [all_outputs]
</file>
<file path="./design.v">
module Data_Memory(
    input [31:0] aluResult,
    input [31:0] regBvalue,
    input CONTROL_MEM_ACCESS,                
    input CONTROL_ENABLE_MEM_WRITE,          
    input clk,
    output [31:0] memResult
);
    reg [63:0] Data[63:0];
    integer ii;
    initial begin
        for (ii = 0; ii < 64; ii = ii + 1) begin
            Data[ii] = 0;
        end
        Data[12] = 1;
        Data[13] = 5;
        Data[14] = 2;
        Data[15] = 7;
    end
    always @(aluResult, regBvalue, CONTROL_MEM_ACCESS, CONTROL_ENABLE_MEM_WRITE) begin
            if (CONTROL_ENABLE_MEM_WRITE == 1) begin  
                Data[aluResult] <= regBvalue;
            end
    end
    assign memResult = Data[aluResult];
endmodule
</file>
==> run_results.csv <==
group,metric,value,unit
sta,timing.slew.headroom,31.70,%
sta,finalHoldViolations,0,
outcome,result_of_the_run,"finished with violations",
sta,finalSetupViolations,3,
logic_synthesis,netlist_area,0.04403,mm^2
final_layout,logic_area,0.01351,mm^2
placement,port_buffers,71,
global_route,largest_net_degree_at_the_start_of_global_routing,65,
pwr,power.switching,1.239,mW
final_layout,seqCellArea,0.03075,mm^2
global_route,met1_usage,68.78,%
logic_synthesis,synth-edff-count,0,
logic_synthesis,ys.flops,2048,
final_layout,largest_register_ffs,2048,
job,timing.max_cap.violations,0,
global_route,use_met2,71.61,%
critical_path,setup.worst_path.start,"aluResult[4]",
sta,final_max_slew_viol_count,0,
placement,dp.final_hpwl,155.4,mm
floorplan,rows,108,
critical_path,worst_ep_required_time,3.52,ns
logic_synthesis,post-synth-top-area-fraction,69.73,%
drt,route.final.wire_length,241.3,mm
pwr,power.switching_fraction,39.98,%
global_route,top_usage_layer,"met2",
floorplan,initial_core_util,50.59,%
logic_synthesis,post_synth_num_cell_types,58,
drt,wl_per_cell,40.96,um
outcome,failed_checks,"setup timing",
sta,final.setup.worst_slack,-0.04768,ns
floorplan,floorplan.io_pins,99,
critical_path,cp-end-kind,"primary output",
final_layout,regMostFlops,"Data",
sta,untimed_endpoints,2048,
global_route,first_global_vias,37722,
final_layout,top_regs,"Data (2048)",
logic_synthesis,postSynthAreaPerCell,10.83,um^2
final_layout,layout_top_cells,"sky130_fd_sc_hd__dlxtn_1 (2,048), sky130_fd_sc_hd__a22oi_1 (815), sky130_fd_sc_hd__buf_4 (597), sky130_fd_sc_hd__buf_12 (182), sky130_fd_sc_hd__nand4_1 (147)",
final_layout,final_instance_area,0.05495,mm^2
drt,num_vias,40871,
sta,final_min_period_over_clock_period,101.1,%
global_route,grt_util_met3,38.62,%
logic_synthesis,yosys.stat.chipArea,0.04403,mm^2
clock_tree,cts_hold_repair.buffers,0,
placement,postPlaceCellArea,0.05276,mm^2
pwr,power.density,56.41,mW/mm^2
hold_path,hold_path_class,"in -> out",
hold_path,worst_hold_startpoint,"aluResult[5]",
critical_path,setup.worst_path.start_class,"primary input",
logic_synthesis,synth.top_cells.by_area,"sky130_fd_sc_hd__dlxtn_1 (70%), sky130_fd_sc_hd__a22oi_1 (14%), sky130_fd_sc_hd__nand4_1 (2.1%), sky130_fd_sc_hd__and3_1 (1.9%), sky130_fd_sc_hd__buf_2 (1.4%)",
final_layout,layout.cells.most_common,"sky130_fd_sc_hd__dlxtn_1",
placement,finalWeightedCongestion,1.059,
drt,avgViaCountPerCell,6.938,
floorplan,die_area,0.08924,mm^2
logic_synthesis,netlist.top_cell.by_area,"sky130_fd_sc_hd__dlxtn_1",
sta,fmaxAchievable,224.8,MHz
global_route,wire_length_of_the_first_global_routing_pass,321.1,mm
sta,unclocked_regs,2048,
pwr,power.ir.vdd_worst,81.75,uV
final_layout,area_delta_synth_final,24.80,%
critical_path,crit_type,"in -> out",
drt,number_of_search_and_repair_iterations_in_the_first_detailed_routing_pass,6,
logic_synthesis,asyncSetResetFlopFracSynth,0,%
critical_path,critical_path_arrival,3.57,ns
global_route,grt_antenna_before_repair,42,
floorplan,core_region_area,0.08702,mm^2
global_route,grtUsageTotal,56.86,%
floorplan,vertical_die_dimension,298.7,um
sta,grt_setup_unrepaired,"true",
logic_synthesis,synth_warn,2,
logic_synthesis,synth.yosys.num_cells,4065,
logic_synthesis,syn-instance-count,4065,
floorplan,die_width,298.7,um
drt,post_drt_antenna_nets,0,
final_layout,nFillCells,6971,
hold_path,number_of_stages_on_the_worst_hold_path,6,
drt,drc,0,
pwr,power,3.100,mW
logic_synthesis,synth-main-ff-cell,"sky130_fd_sc_hd__dlxtn_1",
hold_path,hold-path-endpoint,"memResult[24]",
final_layout,fraction_of_layout_cells_with_a_size_suffix_above_1,23.96,%
pwr,leakagePower,26.24,nW
sta,timing.final.crit_period,4.448,ns
job,log.warning_count,62,
pwr,internal-power,1.860,mW
sta,fin_hold_ws,2.678,ns
critical_path,path_max_fanout,13,
sta,worstMarginPinSlew,1.021,ns
drt,detailedRoute.firstIterationViolations,4820,
global_route,globalRouteOverflowTotal,0,
## logic make-up (layout without fill, tap and decap cells)
family          Yosys count  in the layout  share of synthesized area, %
latches                2048           2048                         69.73
compound gates         1008           1008                         17.38
simple gates            731            731                         9.310
mux                      26             26                        0.6252
buf+inv                 252            883                         2.836
other cells               0             40                             0
## synth_stat cells, types with 5 or more instances
| master | instances |
|---|---|
| sky130_fd_sc_hd__nor2_2 | 11 |
| sky130_fd_sc_hd__nor3_1 | 33 |
| sky130_fd_sc_hd__a32oi_1 | 7 |
| sky130_fd_sc_hd__a22oi_1 | 826 |
| sky130_fd_sc_hd__a21oi_1 | 37 |
| sky130_fd_sc_hd__nor2_1 | 80 |
| sky130_fd_sc_hd__nand2_1 | 147 |
| sky130_fd_sc_hd__nor2_4 | 9 |
| sky130_fd_sc_hd__dlxtn_1 | 2048 |
| sky130_fd_sc_hd__and2_1 | 16 |
| sky130_fd_sc_hd__a22o_1 | 34 |
| sky130_fd_sc_hd__buf_1 | 5 |
| sky130_fd_sc_hd__mux2i_1 | 14 |
| sky130_fd_sc_hd__clkbuf_1 | 92 |
| sky130_fd_sc_hd__nor4_1 | 48 |
| sky130_fd_sc_hd__buf_4 | 19 |
| sky130_fd_sc_hd__nand3_1 | 68 |
| sky130_fd_sc_hd__a31oi_1 | 23 |
| sky130_fd_sc_hd__nand4_1 | 147 |
| sky130_fd_sc_hd__buf_2 | 125 |
| sky130_fd_sc_hd__a222oi_1 | 15 |
| sky130_fd_sc_hd__mux2_2 | 12 |
| sky130_fd_sc_hd__buf_6 | 10 |
| sky130_fd_sc_hd__and3_1 | 133 |
| sky130_fd_sc_hd__a2111oi_2 | 7 |
| sky130_fd_sc_hd__a2111oi_0 | 34 |
## critical path: stages
cell and delay (ns):
sky130_fd_sc_hd__buf_2 0.14, sky130_fd_sc_hd__buf_6 0.16, sky130_fd_sc_hd__nor2b_4 0.16, sky130_fd_sc_hd__buf_4 0.20, sky130_fd_sc_hd__and2_2 0.25, sky130_fd_sc_hd__buf_12 0.14, sky130_fd_sc_hd__a22oi_2 0.24, sky130_fd_sc_hd__nand4_1 0.24
sky130_fd_sc_hd__nor4_4 0.40, sky130_fd_sc_hd__buf_4 0.18, sky130_fd_sc_hd__a31oi_2 0.12, sky130_fd_sc_hd__clkdlybuf4s50_1 0.44
## worst max path at each step
stage / cells after the start / end
4_1_cts: 13 / memResult[17]
6_report: 12 / memResult[3]
5_1_grt: 14 / memResult[6]
## area by class of cell
class,count,area share [%]
Timing Repair Buffer,882,16.63
Sequential cell,2048,55.96
Tap cell,1155,2.630
Inverter,1,0.006831
Antenna cell,40,0.1822
Multi-Input combinational cell,1765,24.59
## per-stage QoR
| step | TNS [ns] | cells | util, % | setup WS, ns |
|---|---|---|---|---|
| 2_1_floorplan | 0 | 4065 | - | 1.031 |
| 6_report | -0.08977 | 5891 | 63.14 | -0.04768 |
| 4_1_cts | -0.02892 | 5817 | 62.05 | -0.01824 |
| 3_5_place_dp | -19.37 | 5775 | 60.62 | -0.9309 |
| 3_3_place_gp | -19.81 | 5775 | 60.62 | -0.9884 |
| 5_1_grt | -0.07648 | 5860 | 63.05 | -0.01875 |
## per-layer routing
metal / vias up / part of all wire (%)
met4: 42 / 9.5
met5: - / 0.35
li1: 16110 / -
met2: 4059 / 39
met1: 19361 / 33
met3: 1299 / 19
## repair_timing
| action | in CTS | in global routing |
|---|---|---|
| setup endpoints to repair | 32 | 29 |
| gates cloned | 2 | 1 |
| pin swaps | 38 | 56 |
| setup buffers | 40 | 38 |
| gates resized | 170 | 92 |
Power figures rest on the tool's default switching activity, not on a simulated workload.
